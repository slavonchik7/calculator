### design/flow/run.sh
#!/bin/bash
# OpenROAD 26Q1-2900-gdf79404cd8, Yosys 0.63+post, stock flow scripts
make -C /OpenROAD-flow-scripts/flow DESIGN_CONFIG=/design/flow/config.mk WORK_HOME=/design/flow/orfs finish
### design/flow/config.mk
export PLATFORM = sky130hd
export DESIGN_NAME = convert_value_to_digital_led
export DESIGN_NICKNAME = convert_value_to_digital_led
export VERILOG_FILES = /design/flow/design.v
export SDC_FILE = /design/flow/constraint.sdc
export NUM_CORES = 4
export LEC_CHECK = 1
export CORE_AREA = 10 10 70 70
export DIE_AREA = 0 0 80 80
### design/flow/constraint.sdc
current_design convert_value_to_digital_led

set clk_period 1.2
set clk_io_pct 0.2

create_clock -name clk0 -period $clk_period [get_ports {clk}]

set non_clock_inputs [all_inputs -no_clocks]
set_input_delay [expr $clk_period * $clk_io_pct] -clock clk0 $non_clock_inputs
set_output_delay [expr $clk_period * $clk_io_pct] -clock clk0 [all_outputs]
### design/flow/design.v
module convert_value_to_digital_led
(
	input 	wire 			clk,
	input 	wire [3:0] 	value,
	output 	wire [6:0]	digital_led_out
);
reg [6:0] digital_led_out_reg;
always @(posedge clk) begin
		case (value)
			7'd0:		digital_led_out_reg <= 7'b1111110;
			7'd1:		digital_led_out_reg <= 7'b0110000;
			7'd2:		digital_led_out_reg <= 7'b1101101;
			7'd3:		digital_led_out_reg <= 7'b1111001;
			7'd4:		digital_led_out_reg <= 7'b0110011;
			7'd5:		digital_led_out_reg <= 7'b1011011;
			7'd6:		digital_led_out_reg <= 7'b1011111;
			7'd7:		digital_led_out_reg <= 7'b1110010;
			7'd8:		digital_led_out_reg <= 7'b1111111;
			7'd9:		digital_led_out_reg <= 7'b1111011;
			default:	digital_led_out_reg <= 7'b0000000;
		endcase
end
assign digital_led_out = digital_led_out_reg;
endmodule
==> run summary <==
run metrics: layout cells sized above 1=25.5%, Syn Area/Cell=10.3 µm², Max-area cell share=40.0%, vias in the first global route=277, Worst Hold Class=primary input to register, antenna violations before repair=0, Top cell excl fill/tap=dlygate4sd2_1, Combinational Power Share=18.9%, global route total overflow=0, Post CTS Setup Buffer Count=0, io pins=12, top post-synthesis cells by area=dfxtp_1 (40%), ha_1 (21%), inv_1 (6.4%), area of the core=3420 µm², maximum number of pins on one net before global-route repair=10, outcome=complete, no violations, Syn Std Cell Area=350 µm², Final Max Slew Viols=0, maximum vdd ir drop=0.213 mV, HPWL after DPL=651 µm, Worst Path Arrival=1220 ps, Leak=0.263 nW, Initial Util=10.3%, Setup CP Type=primary input to register, Synth area leader=dfxtp_1, CTS Buffer Depth=2, Max Cap Viol=0, post-synthesis cell count from yosys=34, RSZ-0062 raised after global routing=no, gpl congestion=0.809, H-tree depth reported by CTS=1, Die Width=80 µm, crit start category=primary input, GR Util All Layers=2.23%, slew margin rel.=83.5%, YS chip area=350 µm², gate count of the mapped netlist=34, Worst Path Required=1360 ps, post-synthesis register bit count=7, clock period minus worst slack=1060 ps, period utilisation layout=88.0%, endpoints failing setup=0, net load switching power=0.119 mW, area grow syn2layout=58.9%, Die Y-Extent=80 µm, CP Max Fanout=2, count of cell types in the netlist=13, tool warnings=30, Fmax=946 MHz, Post-synth seq share=40.0%, Detailed Routing Iterations Pass 1=3, Synth warnings=1, ANT nets after route=0, Critical Path End Type=register, setup TNS=0 ps, Largest register FFs=7, WL/cell=7.85 µm, Antenna Cells=0, clock network fraction of total power=34.9%, WL final=761 µm, cell internal pwr=0.446 mW, sequential share of power=46.3%, hold_buf cts=0, Clock Pin Slew Worst Setup and Hold Paths=40 ps, first-pass GRT wire length=1.19 mm, Port Buffers=11, pwr dens=1010 nW/µm², TritonCTS Sinks=7, most frequent cells in the layout=dlygate4sd2_1 (8), ha_1 (6), dfxtp_1 (5), inv_1 (4), buf_4 (4), # DRC=0, Via Count=288, Sw Share=21.0%, total power=0.564 mW, CTS tree=yes, vias per cell=2.97, Die Area=6400 µm², clock root buffer=clkbuf_4, Least-Margin Pin Slew=247 ps, post_cts resized=11, Final Hold Viols=0, # rows=21, drt first-iter violations=3, CTS Buf Count=3
-- cells in the mapped netlist --
cell      number
a21o_1         1
buf_2          1
buf_6          1
dfxtp_1        7
ha_1           6
inv_1          6
mux2_4         1
nand2b_1       1
o21a_1         1
o21ai_0        3
o22ai_1        3
o31a_1         2
xor2_1         1
-- metal layers --
| layer | vias up | global-route usage, % | wire length [µm] |
|---|---|---|---|
| li1 | 146 | - | - |
| met5 | - | 0 | 0 |
| met2 | 8 | 3.77 | 356 |
| met4 | 0 | 1.41 | 27 |
| met3 | 2 | 0.909 | 57 |
| met1 | 132 | 2.20 | 320 |
-- critical path, cell delays in order --
cell and delay (ps):
clkdlybuf4s50_1 510, mux2_4 320, o22ai_1 140
-- cell families (layout without fill, tap and decap cells) --
group                    after synthesis  count (layout)  synth area share [%]
AND/OR/NAND/NOR                        1               1                  1.79
adder cells (fa/ha/maj)                6               6                  21.4
flip-flops                             7               7                  40.0
buffers and inverters                  8              25                  11.1
XOR/XNOR                               1               1                  2.50
multiplexers                           1               1                  4.28
AND-OR/OR-AND                         10              10                  18.9
-- power groups by stage --
stage / Clock [mW] / Sequential, mW / Combinational, mW
5_1_grt: 0.233 / 0.262 / 0.119
6_report: 0.197 / 0.261 / 0.107
4_1_cts: 0.208 / 0.262 / 0.106
-- metrics by stage --
step	std cells	area, µm²	setup slack, ps	hold WS, ps	utilization [%]
after global routing	97	557	131	537	16.3
after CTS	97	551	5.67	565	16.1
final	97	557	143	513	16.3
after floorplan	34	350	290	431	-
after global placement	93	532	-260	920	15.6
after detailed placement	93	532	-262	917	15.6
-- worst paths after layout --
kind,slack [ps],to,cells past startpoint,start
hold / removal,510,digital_led_out_reg[6],4,value[0]
setup / recovery,140,digital_led_out_reg[6],3,value[3]
-- cell type report --
type	instances	area, µm²
Fill cell	404	2860
Multi-Input combinational cell	19	175
Sequential cell	7	143
Timing Repair Buffer	15	133
Tap cell	46	57.6
Clock buffer	4	26.3
Inverter	6	22.5
Power figures rest on the tool's default switching activity, not on a simulated workload.
