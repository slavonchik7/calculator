File: flow/design.v
module indicator_number
(
	input wire clk,
	input wire reset,
	input wire load_number,
	input wire load_index,
	input wire [3:0] number_in,
	input wire [2:0] index_in,
	output wire [3:0] number_out,
	output wire [2:0] index_out
);
reg [3:0] save_number;
reg [2:0] save_index;
assign number_out = save_number;
assign index_out = save_index;
always @(posedge clk or posedge reset) begin
	if (reset) begin
		save_number <= 3'h00;
		save_index <= 4'h00;
	end else begin
		if (load_number) begin
			save_number <= number_in;
		end
		if (load_index) begin
			save_index <= index_in;
		end
	end
end
endmodule
File: flow/run.sh
#!/bin/bash
# OpenROAD 26Q1-2900-gdf79404cd8, Yosys 0.63+post, stock flow scripts
make -C /OpenROAD-flow-scripts/flow DESIGN_CONFIG=/design/flow/config.mk WORK_HOME=/design/flow/orfs finish
File: flow/config.mk
export PLATFORM = sky130hd
export DESIGN_NAME = indicator_number
export DESIGN_NICKNAME = indicator_number
export VERILOG_FILES = /design/flow/design.v
export SDC_FILE = /design/flow/constraint.sdc
export NUM_CORES = 4
export LEC_CHECK = 1
export CORE_AREA = 10 10 70 70
export DIE_AREA = 0 0 80 80
File: flow/constraint.sdc
current_design indicator_number

set clk_period 1.1
set clk_io_pct 0.2

create_clock -name clk0 -period $clk_period [get_ports {clk}]

set non_clock_inputs [all_inputs -no_clocks]
set_input_delay [expr $clk_period * $clk_io_pct] -clock clk0 $non_clock_inputs
set_output_delay [expr $clk_period * $clk_io_pct] -clock clk0 [all_outputs]
==> summary.txt <==
fresh numbers from the pnr run: Clk Latency, worst-skew pair=0.24 ns, Placed Instances=78, antenna-violating nets left=0, measured slew at the worst slew-check pin=0.297 ns, Critical Path End Type=primary output, final worst-path cycle share=0.940, number of port buffers=17, Die ar.=~6400 sq um, Via Count=209, Synth area leader=dfrtp_1, area delta synth->final=98.5%, vias per cell=2.55, CP startpoint kind=flip-flop, Final Skew=0 ns, fmax=968 MHz, Hold WC Path Type=in -> async, Buf/Inv on CP=1, final wirelength=713 microns, row count=21, status=finished clean, CTS clk-pin slew, worst paths=about 0.05 ns, fin area=512 sq um, Pre-Place Util=0.0755, Synth Register Bits=7, Top-area cell share=0.680, First DRT Iteration DRCs=2, cts-stage hold buffer count=0, WP data required=0.88 ns, P per Cell Area=between 1000 and 1500 nW/um^2, number of logged tool warnings=25, Hold Fails Final Rpt=0, Slowest cell on crit path=dfrtp_1, minimum clock period=1.03 ns, GRT overflow=0, cells along the critical path=clkdlybuf4s15_1, initial antenna violation count=0, maxcap violations=0, setup violators final=0, Yosys cell types=3, Rel. slew slack=0.802, CTS tree=built, Die Span Y=80 microns, fillers=between 300 and 400, sequential fraction of the synthesis area=0.680, root buf cell=clkbuf_4, Comb gate area=about 79 sq um, GP Congestion=around 0.77, Die Wd=80 microns, placed instance area=485 sq um, Diodes inserted=0, CP delay by family, top=flip-flops, Crit Path Category=reg -> out, Flop area=175 sq um, first-pass GRT wire length=between 1 and 1.5 mm, drt first pass iters=2, largest net degree at the start of global routing=8, Peak VDD IR=0.440 mV, H-tree lvl count=1, drt wl/cell=8.70 microns, RSZ-0062 raised after global routing=false, crit path DAT=0.81 ns, mapped cell area=258 sq um, core area=roughly 3400 sq um, slowest cell delay on critical path=0.38 ns, Finished Layout Cells=just over 80, total power=0.000630 W, Remaining DRCs=0, layout cells sized above 1=0.278, Avg Synthesized Cell Area=17.2 sq um, # Cells Yosys=15, gr usage total=0.0244, Yosys Chip Area=258 sq um, Num CTS Buffers=3, Yosys warning total=1, number of global-route vias before repair=around 250, Max Slew Vio Count=0, worst-path maximum fanout=2, Syn Inst Count=15, HPWL after detailed placement=around 630 microns, top cells by area=dfrtp_1, mux2_2, inv_1, clk sinks=7, Leak=0.201 nW, CTS max path bufs=2, num ports=18
## synth_stat cells (all sizes together)
cell type and number:
dfrtp 7, inv 1, mux2 7
## placed cells by master (no fill, tap or decap)
cell type and n:
clkbuf_1 1, clkbuf_4 3, clkdlybuf4s15_1 7, clkdlybuf4s50_1 10
dfrtp_1 7, inv_1 1, mux2_2 7
## per-stage QoR
| step | setup TNS [ns] | utilization | worst slack (ns) | hold slack, ns |
|---|---|---|---|---|
| floorplan | 0 | - | 0.402 | 0.0234 |
| global placement | -0.875 | 0.142 | -0.144 | 0.479 |
| detailed placement | -0.988 | 0.142 | -0.166 | 0.490 |
| CTS | 0 | 0.148 | 0.00238 | 0.220 |
| global route | 0 | 0.150 | 0.00186 | 0.216 |
| finish | 0 | 0.150 | 0.0665 | 0.219 |
## sequential cells by signal (all words and copies together) (netlist names)
name and flops:
save_number 4, save_index 3
## logic make-up (layout without fill, tap and decap cells)
group | after synthesis | in the layout | synth area share
multiplexers | 7 | 7 | 0.306
flip-flops | 7 | 7 | 0.680
buffers and inverters | 1 | 22 | 0.0145
## report_power, final
group	total, W	switching (W)	leakage, nW	internal, W
combinational	0.000107	0.0000243	0.104	0.0000830
clock	0.000227	0.0000889	0.0150	0.000138
sequential	0.000296	0.0000118	0.0819	0.000284
total	0.000630	0.000125	0.201	0.000505
## worst paths after layout
path | from | to | slack [ns] | cells past startpoint
worst max-delay path | save_index[1] | index_out[1] | 0.07 | 1
worst min-delay path | reset | save_index[0] | 0.22 | 2
worst max register to register | save_index[1] | save_index[1] | 0.35 | 1
worst min register to register | save_number[0] | save_number[0] | 0.50 | 1
max in group asynchronous | reset | save_number[1] | 0.65 | 2
min in group clk0 | save_number[0] | save_number[0] | 0.50 | 1
## metal layers
| metal | vias up | track usage | share of wire | wire (microns) |
|---|---|---|---|---|
| li1 | 93 | - | - | - |
| met4 | 0 | 0.00176 | 0 | 0 |
| met3 | 0 | 0.0341 | 0.25 | 176 |
| met2 | 20 | 0.0273 | 0.31 | 223 |
| met1 | 96 | 0.0269 | 0.44 | 313 |
| met5 | - | 0 | 0 | 0 |
## cell type report
cell class / instances / share of cell area
Sequential cell: 7 / 0.342
Inverter: 1 / 0.00733
Clock buffer: 4 / 0.0513
Timing Repair Buffer: 17 / 0.333
Tap cell: 46 / 0.112
Multi-Input combinational cell: 7 / 0.154
## what timing repair did
action,4_1_cts,5_1_grt
endpoints found under the setup margin,7,6
gates resized,8,6
buffers inserted,0,0
Power and IR drop assume default switching activity.
